==> ./run.sh <==
#!/bin/bash
# OpenROAD 26Q1-2900-gdf79404cd8, Yosys 0.63+post, stock flow scripts
make -C /OpenROAD-flow-scripts/flow DESIGN_CONFIG=/design/flow/config.mk WORK_HOME=/design/flow/orfs finish
==> ./config.mk <==
export PLATFORM = sky130hd
export DESIGN_NAME = risc16_top
export DESIGN_NICKNAME = risc16_top
export VERILOG_FILES = /design/flow/design.v
export SDC_FILE = /design/flow/constraint.sdc
export NUM_CORES = 4
export LEC_CHECK = 1
export CORE_AREA = 10 10 75 75
export DIE_AREA = 0 0 85 85
export SYNTH_HDL_FRONTEND = slang
export SYNTH_MEMORY_MAX_BITS = 65536
==> ./constraint.sdc <==
current_design risc16_top

set clk_period 2.8
set clk_io_pct 0.2

create_clock -name clk0 -period $clk_period [get_ports {clk}]

set non_clock_inputs [all_inputs -no_clocks]
set_input_delay [expr $clk_period * $clk_io_pct] -clock clk0 $non_clock_inputs
set_output_delay [expr $clk_period * $clk_io_pct] -clock clk0 [all_outputs]
==> ./design.v <==
`timescale 1ns/1ps
module pc(
    input  logic        clk,
    input  logic        rst,
    input  logic [15:0] nextpc,
    output logic [15:0] pc_out   
);
    always_ff @(posedge clk or posedge rst) begin
        if (rst)
            pc_out <= 16'b0;
        else
            pc_out <= nextpc;
    end
endmodule
`timescale 1ns / 1ps
module regfile(
    input  logic        clk,
    input  logic        we_reg,
    input  logic [2:0]  src1, src2, tgt,
    input  logic [15:0] write_data,
    output logic [15:0] src1_val, src2_val
);
    logic [15:0] registers [7:0];
    assign src1_val = (src1 == 3'b000) ? 16'b0 : registers[src1];
    assign src2_val = (src2 == 3'b000) ? 16'b0 : registers[src2];
    always_ff @(posedge clk) begin
        if (we_reg && tgt != 3'b000)
            registers[tgt] <= write_data;
    end
endmodule
`timescale 1ns/1ps
module instr_memory (
    input  logic [15:0] pc,
    output logic [15:0] instr
);
    logic [15:0] memory [0:255];
    assign instr = memory[pc[7:0]];
    initial begin
        $readmemb("program.mem", memory);
    end
endmodule
`timescale 1ns/1ps
module data_memory (
    input  logic        clk,
    input  logic        we_mem,
    input  logic [15:0] addr,
    input  logic [15:0] data_in,
    output logic [15:0] data_out
);
    logic [15:0] memory [0:255];        
    logic [7:0]  effective_addr;
    assign effective_addr = addr[7:0];  
    assign data_out = memory[effective_addr];
    always_ff @(posedge clk) begin
        if (we_mem)
            memory[effective_addr] <= data_in;
    end
endmodule
`timescale 1ns/1ps
module alu (
    input  logic [15:0] alu_src1,
    input  logic [15:0] alu_src2,
    input  logic ADD,
    input  logic NAND,
    input  logic PASS1,
    input  logic EQ,
    output logic [15:0] alu_out,
    output logic eq_out
);
    always_comb begin
        if (ADD)
            alu_out = alu_src1 + alu_src2;
        else if (NAND)
            alu_out = ~(alu_src1 & alu_src2);
        else if (PASS1)
            alu_out = alu_src1;
        else
            alu_out = 16'h0000;
        eq_out = (EQ) ? (alu_src1 == alu_src2) : 1'b0;
    end
endmodule
`timescale 1ns/1ps
module control (
    input  wire [2:0] opcode,
    input  wire       eq_out,
    output reg        we_reg,
    output reg        ADD,
    output reg        NAND,
    output reg        PASS1,
    output reg        we_mem,
    output reg        EQ,
    output reg        BR
);
    always @(*) begin
        {we_reg, ADD, NAND, PASS1, we_mem, EQ, BR} = 7'b0;
        case (opcode)
            3'b000: begin ADD   = 1; we_reg = 1; end  
            3'b001: begin NAND  = 1; we_reg = 1; end  
            3'b010: begin PASS1 = 1; we_reg = 1; end  
            3'b011: begin EQ    = 1; BR     = eq_out; end  
            3'b100: begin we_mem = 1; end              
            3'b101: begin we_reg = 1; end              
            default: ;  
        endcase
    end
endmodule
`timescale 1ns/1ps
module risc16_top(
    input  wire        clk,
    input  wire        reset,
    output wire [15:0] curr_pc,
    output wire [15:0] curr_instr
);
    wire [15:0] nextpc, alu_out, data_out;
    wire [15:0] src1_val, src2_val;
    wire [2:0] opcode = curr_instr[15:13];
    wire [2:0] regA   = curr_instr[12:10];
    wire [2:0] regB   = curr_instr[9:7];
    wire [6:0] imm    = curr_instr[6:0];
    wire [15:0] imm_ext = {{9{imm[6]}}, imm};   
    wire we_reg, ADD, NAND, PASS1, we_mem, BR;
    wire eq_out_unmasked;
    wire eq_out = eq_out_unmasked;
    pc pc_inst(
        .clk(clk),
        .rst(reset),
        .nextpc(nextpc),
        .pc_out(curr_pc)
    );
    instr_memory imem(
        .pc(curr_pc),
        .instr(curr_instr)
    );
    regfile rf(
        .clk(clk),
        .we_reg(we_reg),
        .src1(regA),
        .src2(regB),
        .tgt(regB),
        .write_data((opcode == 3'b101) ? data_out : alu_out),
        .src1_val(src1_val),
        .src2_val(src2_val)
    );
    alu alu_inst(
        .alu_src1(src1_val),
        .alu_src2((opcode == 3'b000 || opcode == 3'b001) ? src2_val : imm_ext),
        .ADD(ADD),
        .NAND(NAND),
        .PASS1(PASS1),
        .EQ(1'b1),   
        .alu_out(alu_out),
        .eq_out(eq_out_unmasked)
    );
    data_memory dmem(
        .clk(clk),
        .we_mem(we_mem),
        .addr(alu_out),
        .data_in(src2_val),
        .data_out(data_out)
    );
    control ctrl(
        .opcode(opcode),
        .eq_out(eq_out_unmasked),
        .we_reg(we_reg),
        .ADD(ADD),
        .NAND(NAND),
        .PASS1(PASS1),
        .we_mem(we_mem),
        .EQ(),       
        .BR(BR)
    );
    assign nextpc = reset ? 16'b0 : (BR ? curr_pc + imm_ext : curr_pc + 16'd1);
endmodule
==> impl_metrics.py <==
# Flow results
metrics = {
    "status": {
        "outcome": "complete, no violations",
    },
    "routing": {
        "wl_per_cell_um": 12.1,
        "route.final.wire_length_um": 1960,
        "drt-pass1-iter-count": 4,
        "antennaDiodeCount": 0,
        "vias_per_cell": 4.04,
        "drt_iter0_markers": 34,
        "vias": 655,
        "antenna_left": 0,
        "drt_drc_violations_left": 0,
    },
    "logic_synthesis": {
        "top_cell_area_share_pct": 44.1,
        "syn_inst": 95,
        "ys_seq_share_pct": 44.1,
        "top_area_cell": "dfrtp_1",
        "syn-cell-area_um2": 908,
        "synth_warnings": 0,
        "ys_cells": 95,
        "avgSynthCellArea_um2": 9.56,
        "area_leaders": "dfrtp_1 44%, buf_4 13%, xnor2_1 8.7%",
        "ys_area_um2": 908,
        "synth.ff_latch_count": 16,
        "ys_types": 22,
    },
    "final_timing": {
        "worst_slew_pin_slew_ns": 0.594,
        "drv_slew": 0,
        "relSlewSlack_pct": 60.3,
        "setup_viol": 0,
        "fmax_mhz": 564,
        "hold_ws_ns": 0.518,
        "setup_tns_ns": 0,
        "period_used_pct": 63.4,
        "rsz0062_at_grt": "no",
        "hold_viol": 0,
        "clock-skew-final_ns": 0.00120,
        "period_needed_ns": 1.77,
    },
    "worst_hold_path": {
        "hold_start": "pc_inst.pc_out[0]$_DFF_PP0_",
        "hold_class": "flop to flop",
        "min_path_cells": 1,
    },
    "clock_network": {
        "cts_resized": 0,
        "clock-root-buffer": "clkbuf_8",
        "clk_pin_slew_ns": 0.06,
        "clk_latency_ns": 0.24,
        "cts_tree": "done",
        "cts_buffers": 3,
        "clkSinkCount": 16,
        "holdBufCountCts": 0,
        "cts_setup_buffers": 0,
        "clock_path_buffers": 2,
        "h-tree-depth": 1,
    },
    "finish": {
        "area_growth_pct": 22.3,
        "top_regs": "pc_inst.pc_out (16)",
        "largest_reg_flops": 16,
        "drive_above_1_share_pct": 8.93,
        "largest-register": "pc_inst.pc_out",
        "stdcell_count": 162,
    },
    "die": {
        "chip_area_um2": 7230,
        "coreArea_um2": 4060,
        "num_rows": 23,
        "fp_util_pct": 22.4,
        "num_io_pins": 34,
        "chipHeight_um": 85,
        "dieWidth_um": 85,
    },
    "critical_path": {
        "rr_startpoint": "pc_inst.pc_out[0]$_DFF_PP0_",
        "crit_buf_inv": 1,
        "critPathKind": "flop to output pin",
        "cp_slowest_stage_delay_ns": 0.52,
        "crit_chain": "clkdlybuf4s50_1",
        "arrival_ns": 1.21,
        "worstPathRequired_ns": 2.24,
        "end_kind": "output pin",
        "cp-start-kind": "flop",
        "crit_family": "buffers and inverters",
        "cp-startpoint": "pc_inst.pc_out[2]$_DFF_PP0_",
        "cp_max_fo": 6,
        "cp_num_cells": 1,
        "critPathSlowestCell": "clkdlybuf4s50_1",
        "r2r_cells": 5,
    },
    "place": {
        "place_inst": 159,
        "io_buffers": 17,
        "place.gp.congestion": 0.796,
        "dp_hpwl_um": 1560,
    },
    "global_route": {
        "grt_usage_pct": 5.55,
        "antenna_found_initial": 0,
        "grt_pass1_vias": 684,
        "overflow": 0,
        "grt_max_degree": 18,
        "grt_pass1_wl_um": 3380,
    },
    "run": {
        "drv_cap": 0,
        "warning_count": 25,
    },
    "power_and_ir_drop": {
        "peakVddDrop_uv": 229,
        "leakage_nw": 0.440,
        "power_density_nw_per_um2": 386,
    },
}
-- cell families (layout without fill, tap and decap cells) --
| kind of cell | after synthesis | count (layout) | share of synthesized area, % |
|---|---|---|---|
| AND/OR/NAND/NOR | 37 | 37 | 23.8 |
| buffers and inverters | 23 | 25 | 16.1 |
| flip-flops | 16 | 16 | 44.1 |
| XOR/XNOR | 11 | 11 | 10.6 |
| AND-OR/OR-AND | 6 | 6 | 3.58 |
| adder cells (fa/ha/maj) | 1 | 1 | 1.38 |
| other | 1 | 16 | 0.413 |
-- synthesized netlist by cell type, drive strengths merged --
| library cell | number |
|---|---|
| or3 | 2 |
| buf | 16 |
| clkbuf | 2 |
| nor2 | 13 |
| dfrtp | 16 |
| nor2b | 1 |
| nand2 | 4 |
| ha | 1 |
| conb | 1 |
| xor2 | 2 |
| nand4 | 3 |
| o21ai | 2 |
| a21oi | 3 |
| nor3 | 5 |
| nor4 | 3 |
| xnor2 | 9 |
| inv | 5 |
| nand3 | 6 |
| a21o | 1 |
-- layer usage --
| layer | GRT usage (%) | part of all wire (%) |
|---|---|---|
| met4 | 0.749 | 1.8 |
| met1 | 6.67 | 44 |
| met3 | 2.60 | 8.1 |
| met5 | 0 | 0 |
| met2 | 9.06 | 46 |
-- cells in the final DEF, fill, tap and decap left out, types with 3 or more instances in the layout --
master,Yosys,final
clkdlybuf4s50_1,0,17
conb_1,1,16
dfrtp_1,16,16
nor2_1,13,13
xnor2_1,9,9
inv_1,5,5
nand3_1,5,5
nand2_1,4,4
nor3_1,4,4
nor4_2,3,3
a21oi_1,3,3
clkbuf_8,0,3
-- worst register-to-register path, cell delays in order (launching register included) --
cell	delay (ns)
dfrtp_1	0.41
ha_1	0.25
nand4_2	0.23
nor4_2	0.29
xnor2_1	0.16
nor2_1	0.06
-- through the flow --
stage / utilization (%) / area, um2 / total power, mW / worst slack (ns)
2_1_floorplan: - / 965 / 0.271 / 1.49
3_3_place_gp: 26.4 / 1070 / 0.269 / 0.993
3_5_place_dp: 26.4 / 1070 / 0.270 / 0.938
4_1_cts: 27.4 / 1110 / 0.435 / 1.00
5_1_grt: 27.4 / 1110 / 0.451 / 0.959
6_report: 27.4 / 1110 / 0.428 / 1.03
-- power by group --
group	leakage [nW]	switching (mW)	internal, mW
Combinational	0.197	0.0139	0.0105
Clock	0.0216	0.0692	0.0950
Sequential	0.221	0.00491	0.235
-- worst paths after layout --
check                                               endpoint  slack [ns]
worst max-delay path                              curr_pc[2]        1.03
worst min-delay path             pc_inst.pc_out[0]$_DFF_PP0_        0.52
worst max register to register  pc_inst.pc_out[14]$_DFF_PP0_        1.27
worst min register to register   pc_inst.pc_out[0]$_DFF_PP0_        0.52
max in group asynchronous        pc_inst.pc_out[7]$_DFF_PP0_        1.26
min in group asynchronous        pc_inst.pc_out[5]$_DFF_PP0_        1.16
-- final cells by class --
class	count	area, um2
fill	430	2950
multi-input combinational	71	418
sequential	16	400
timing repair buffer	17	170
tap	50	62.6
clock buffer	3	41.3
inverter	5	18.8
Power and IR drop assume default switching activity.
